## design/flow/config.mk

```make
export PLATFORM = sky130hd
export DESIGN_NAME = Control
export DESIGN_NICKNAME = Control
export VERILOG_FILES = /design/flow/design.v
export SDC_FILE = /design/flow/constraint.sdc
export NUM_CORES = 4
export LEC_CHECK = 1
export CORE_AREA = 10 10 101 101
export DIE_AREA = 0 0 111 111
```

## design/flow/constraint.sdc

```tcl
current_design Control

set clk_period 1.7
set clk_io_pct 0.2

create_clock -name clk0 -period $clk_period [get_ports {clock}]

set non_clock_inputs [all_inputs -no_clocks]
set_input_delay [expr $clk_period * $clk_io_pct] -clock clk0 $non_clock_inputs
set_output_delay [expr $clk_period * $clk_io_pct] -clock clk0 [all_outputs]
```

## design/flow/design.v

```verilog
module Control (clock, reset, HistFlag, EquFlag, OutputFlag, StartSignal,
                        HistControl,EquControl,OutputControl,FinalFlag);
input        clock;             
input        HistFlag;          
input        EquFlag;           
input        OutputFlag;        
input        reset;             
input        StartSignal;       
output [1:0]      HistControl;            
output [1:0]      EquControl;                 
output [1:0]      OutputControl;             
output [1:0]      FinalFlag;
reg [4:0]  State;                     
reg [4:0]  next_state;               
reg [2:0]  ImageFlag;
reg [2:0]  ControlFlag;
reg [1:0]  HistControl;              
reg [1:0]  EquControl;                   
reg [1:0]  OutputControl;              
reg [1:0]  FinalFlag;
parameter [4:0]           State0             =  5'b00000;      
parameter [4:0]           State1             =  5'b00001;      
parameter [4:0]           State2             =  5'b00011;      
parameter [4:0]           State3             =  5'b00010;      
parameter [4:0]           State4             =  5'b00110;      
parameter [4:0]           State5             =  5'b00100;      
parameter [4:0]           State6             =  5'b00101;      
parameter [4:0]           State7             =  5'b00111;      
parameter [4:0]           State8             =  5'b01111;      
parameter [4:0]           State9             =  5'b01110;      
parameter [4:0]           State10            =  5'b01100;      
parameter [4:0]           State11            =  5'b01000;      
parameter [4:0]           State12            =  5'b01001;      
parameter [4:0]           State13            =  5'b01011;      
parameter [4:0]           State14            =  5'b01010;      
parameter [4:0]           State15            =  5'b11010;      
parameter [4:0]           State16            =  5'b11110;      
parameter [4:0]           State17            =  5'b11111;      
parameter [4:0]           State18            =  5'b11110;      
always@(posedge clock)
begin
    casex(reset)
        1'b1:
             State <= State0;
        1'b0:
             State <= next_state;
    endcase
end
always@(posedge clock)
begin
    casex(reset)
        1'b0:
            {HistControl[1],EquControl[1],OutputControl[1]} <= ImageFlag;
        default:
             {HistControl[1],EquControl[1],OutputControl[1]} <= 3'b0;
    endcase
end
always@(posedge clock)
begin
    casex(reset)
        1'b0:
            {HistControl[0],EquControl[0],OutputControl[0]} <= ControlFlag;
        default:
            {HistControl[0],EquControl[0],OutputControl[0]} <= 3'b0;
    endcase
end
always@(*)
begin
next_state = State0;
ControlFlag = 3'b0;
ImageFlag   = 3'b0;
    casex(State)
        State0:
            begin 
                ControlFlag = 3'b0;
            casex(StartSignal)
                1'b1:
                    next_state = State1;
                default :
                    next_state = State0;
            endcase
            end
        State1:   
            begin
            ControlFlag        = 3'b100;
            ImageFlag          = 3'b000;  
            next_state         = State2;
            end
        State2:    
            begin
            ControlFlag       = 3'b100;
            ImageFlag         = 3'b000;
            casex(HistFlag)
                1'b1:
                    next_state  = State3;
                1'b0:
                    next_state  = State2;
            endcase  
            end
        State3:       
            begin
            ControlFlag        = 3'b110;
            ImageFlag          = 3'b100;
            next_state         = State4;
            end
        State4:     
            begin
            ControlFlag       = 3'b110;
            ImageFlag         = 3'b100;
            casex({HistFlag,EquFlag})
                2'b01:
                    next_state  = State5;
                2'b10:
                    next_state  = State6;
                2'b11:
                    next_state  = State7;
                2'b00:
                    next_state  = State4;
            endcase
            end
        State5:   
            begin
                ControlFlag = 3'b101;
                ImageFlag   = 3'b100;
            casex({HistFlag,OutputFlag})
                2'b10:
                    next_state  = State7;
                2'b01:
                    next_state  = State8;
                2'b11:
                    next_state  = State9;
                2'b00:
                    next_state  = State5;
                endcase
            end
        State6:   
            begin       
                ControlFlag = 3'b010;
                ImageFlag   = 3'b000;
                casex(EquFlag)
                    1'b1:
                        next_state = State7;
                    1'b0:
                        next_state = State6;
                endcase
            end
        State7:   
            begin
                ControlFlag = 3'b011;
                ImageFlag   = 3'b010;
                casex({EquFlag,OutputFlag})
                    2'b10:
                        next_state = State10;
                    2'b01:
                        next_state = State11;
                    2'b11:
                        next_state = State12;
                    2'b00:
                        next_state = State7;
                endcase
            end
        State8:  
            begin
                ControlFlag = 3'b100;
                ImageFlag   = 3'b100;
                casex(HistFlag)
                    1'b1:
                        next_state = State9;
                    1'b0:
                        next_state = State8;
                endcase
            end
        State9:   
            begin
                ControlFlag = 3'b010;
                ImageFlag   = 3'b010;
                casex(EquFlag)
                    1'b1:
                        next_state = State12;
                    1'b0:
                        next_state = State9;
                endcase
            end
        State10:  
            begin
                ControlFlag = 3'b001;
                ImageFlag   = 3'b000;
                casex(OutputFlag)
                1'b1:
                    next_state = State12;  
                1'b0:
                    next_state = State10;
                endcase
            end
        State11:  
            begin
                ControlFlag = 3'b001;
                ImageFlag   = 3'b000;
                casex(EquFlag)
                1'b1:
                    next_state = State12;  
                1'b0:
                    next_state = State11;
                endcase
            end
        State12:    
            begin
                ControlFlag = 3'b001;
                ImageFlag   = 3'b001;
                FinalFlag   = 2'b01;
                next_state  = State13;
            end 
        State13:  
            begin
                ControlFlag = 3'b101;
                ImageFlag   = 3'b001;
                casex({HistFlag,OutputFlag})
                2'b10:
                    next_state  = State14;
                2'b01:
                    next_state  = State15;
                2'b11:
                    next_state  = State16;
                2'b00:
                    next_state  = State13;
                endcase
            end
        State14:   
            begin
            ControlFlag = 3'b011;
            ImageFlag   = 3'b001;
            casex({EquFlag,OutputFlag})
            2'b10:
                next_state = State17;  
            2'b01:
                next_state = State18;        
            2'b00:
                next_state = State14;
            endcase
            end
        State15:   
            begin
                ControlFlag = 3'b100;
                ImageFlag   = 3'b000;
                FinalFlag   = 2'b10;
                next_state  = State1;
            end
        State16:   
            begin
                ControlFlag = 3'b000;
                ImageFlag   = 3'b000;
                FinalFlag   = 2'b10;
                next_state  = State3;
            end
        State17:  
            begin
                ControlFlag = 3'b001;
                ImageFlag   = 3'b001;
                casex(OutputFlag)
                1'b1:
                    next_state = State16;  
                1'b0:
                    next_state = State17;
                endcase
            end
        State18:    
            begin
                ControlFlag = 3'b010;
                ImageFlag   = 3'b000;
                FinalFlag   = 2'b10;
                next_state  = State4;
            end
    endcase
end
endmodule
```

## design/flow/run.sh

```bash
#!/bin/bash
# OpenROAD 26Q1-2900-gdf79404cd8, Yosys 0.63+post, stock flow scripts
make -C /OpenROAD-flow-scripts/flow DESIGN_CONFIG=/design/flow/config.mk WORK_HOME=/design/flow/orfs finish
```

==> results.toml <==
# generated from flow reports
[worst_hold_path]
hold_class = "flop to flop"

[final_timing]
fin_worst_skew_ps = 1.59
rsz0062_at_grt = "no"
max_freq_mhz = 723
worst_slack_ps = 317
maxSlewHeadroom = 0.727
setup_viol = 0
unclocked_regs = 2
slew_viol_final = 0
untimed_endpoints = 4
finalClockPeriodUsage = 0.814
worst_pin_slew_ps = 408
hold_violations = 0
min_period_ps = 1380
tns_ps = 0

[detailed_routing]
vias = 669
avgRoutedWirePerCell_um = 9.09
wl_um = 1900
via_per_inst = 3.20
drtPass1Iterations = 5
ant_nets = 0
route.detailed.drc = 0
drt_iter0_markers = 12
antenna_cells = 0

[worst_setup_path]
reg2regPathDepth = 2
r2r_slack_ps = 680
r2r-end = "OutputControl[0]$_SDFF_PP0_"
crit_fanout = 1
path_buffers = 1
path_cells = "clkdlybuf4s50_1"
path_delay_family = "buffers and inverters"
worstPathArrival_ps = 1040
slowest_stage = "clkdlybuf4s50_1"
cp_num_cells = 1
endpoint = "EquControl[1]"
max_stage_delay_ps = 460
critPathLaunch = "EquControl[1]$_SDFF_PP0_"
path_class = "flop to output port"
end_kind = "output port"
start_kind = "flop"
cp.required_ps = 1360
rr_startpoint = "State[14]$_DFF_P_"

[clock_tree]
root_buffer = "clkbuf_8"
post-cts-setup-buffers = 0
cts_buffers = 3
clock_latency_ps = 270
clk_path_buf_depth = 2
cts-resized-gates = 0
hold_buffers = 0
cts_tree = "built"
cts_htree_levels = 1
clk_pin_slew_ps = 90

[logic_synthesis]
ys_cells = 90
netlist_area_um2 = 893
syn_inst = 90
avgSynthCellArea_um2 = 9.93
synth_cell_types = 22
ys_area_um2 = 893
synth_warnings = 1
ys.flops = 26

[global_route]
track_usage = 0.0311
grt_first_pass_wirelength_um = 3360
met1_usage = 0.0407
grt_max_degree = 26
antenna_found_initial = 0
met3_usage = 0.00766
use_met2 = 0.0495
grt_busiest_layer = "met2"
grt_pass1_vias = 654
overflow = 0

[placement]
place_hpwl_um = 1450
place_area_um2 = 1140
dp.cells = 205
port_buffers = 13
place_ws_ps = 146
place.gp.congestion = 0.768

[job]
tool_warnings = 25
maxCapViolCount = 0

[pwr]
power_w = 0.00114
p_leak_nw = 0.405
power.share.combinational = 0.055
p_sw_w = 0.000222
p_per_area_nw_per_um2 = 940
ir_drop_mv = 0.255
p_int_w = 0.000915
p_sw_frac = 0.195
sequentialPowerShare = 0.504
p_clk_frac = 0.441

[cells_and_area]
fin_cells = 209
areaGrowthSynthToFinish_pct = 35.4
final_area_um2 = 1210
comb_area_um2 = 309
drive_above_1_share = 0.125
fillers = 882
seqCellArea_um2 = 510

[floorplanning]
die_w_um = 111
num_io_pins = 14
rows = 33
core_um2 = 8130
fp-utilization = 0.110
die-height_um = 111
die_area_um2 = 12300

[outcome]
status = "finished, final reports clean"
==> layer usage <==
metal	share of wire	routed length [um]	vias to the layer above
li1	-	-	340
met1	0.45	854	315
met2	0.48	921	12
met3	0.043	81	2
met4	0.022	42	0
met5	0	0	-
==> how the worst min path moves through the flow <==
stage	slack (ps)	from	to	depth (start not counted)
final	490	State[9]$_DFF_P_	State[4]$_DFF_P_	2
after global routing	530	State[17]$_DFF_P_	State[9]$_DFF_P_	2
after CTS	490	State[9]$_DFF_P_	State[4]$_DFF_P_	2
==> power groups by stage <==
stage / registers (W) / logic, W / clock network [W]
after CTS: 0.000574 / 0.0000633 / 0.000516
after global routing: 0.000575 / 0.0000693 / 0.000542
final: 0.000574 / 0.0000626 / 0.000501
==> sequential cells by signal (all words and copies together), names as in the netlist <==
signal / cells
FinalFlag: 2
OutputControl: 2
State: 18
EquControl: 2
HistControl: 2
==> cells in the mapped netlist <==
library cell | n | area (um2)
dfxtp_1 | 24 | 480
a21oi_1 | 13 | 65.1
nor2_1 | 13 | 48.8
nor3_1 | 8 | 40.0
inv_1 | 6 | 22.5
a31oi_1 | 3 | 18.8
buf_6 | 3 | 33.8
a211oi_2 | 2 | 25.0
buf_2 | 2 | 10.0
dlxtn_1 | 2 | 30.0
nor4_1 | 2 | 12.5
nor4_2 | 2 | 25.0
a22oi_1 | 1 | 7.51
a22oi_2 | 1 | 12.5
a311o_1 | 1 | 10.0
buf_4 | 1 | 7.51
nand2_1 | 1 | 3.75
nand2b_1 | 1 | 6.26
nor2b_1 | 1 | 6.26
nor3b_2 | 1 | 12.5
o22ai_1 | 1 | 6.26
o32ai_1 | 1 | 8.76
==> cells in the final DEF, fill, tap and decap left out, drive strengths merged <==
cell	synthesis	layout
a211oi	2	2
a21oi	13	13
a22oi	2	2
a311o	1	1
a31oi	3	3
buf	6	3
bufinv	0	1
clkbuf	0	3
clkdlybuf4s50	0	13
dfxtp	24	24
dlxtn	2	2
inv	6	6
nand2	1	1
nand2b	1	1
nor2	13	13
nor2b	1	1
nor3	8	8
nor3b	1	1
nor4	4	4
o22ai	1	1
o32ai	1	1
==> kinds of logic after synthesis <==
family | after synthesis | synth area share
compound gates | 23 | 0.172
buf+inv | 12 | 0.0826
flops | 24 | 0.538
latches | 2 | 0.0336
simple gates | 29 | 0.174
==> layout make-up <==
type                    instances  share of cell area
flip-flops and latches         26               0.422
multi-input cells              52               0.255
repair buffers                 16               0.137
well taps                     105               0.109
clock buffers                   3              0.0341
clock inverters                 1              0.0248
inverters                       6              0.0186
==> stage by stage <==
step / hold slack [ps] / util
floorplan: 437 / -
global placement: 448 / 0.140
detailed placement: 469 / 0.140
CTS: 491 / 0.149
global route: 525 / 0.149
finish: 490 / 0.149
No activity file was given, so power comes from the tool's default toggle rates.
