### ./run.sh
#!/bin/bash
# OpenROAD 26Q1-2900-gdf79404cd8, Yosys 0.63+post, stock flow scripts
make -C /OpenROAD-flow-scripts/flow DESIGN_CONFIG=/design/flow/config.mk WORK_HOME=/design/flow/orfs finish
### ./config.mk
export PLATFORM = sky130hd
export DESIGN_NAME = Output
export DESIGN_NICKNAME = Output
export VERILOG_FILES = /design/flow/design.v
export SDC_FILE = /design/flow/constraint.sdc
export NUM_CORES = 4
export LEC_CHECK = 1
export CORE_UTILIZATION = 50
### ./constraint.sdc
current_design Output

set clk_period 95.2
set clk_io_pct 0.2

create_clock -name clk0 -period $clk_period [get_ports {clock}]

set non_clock_inputs [all_inputs -no_clocks]
set_input_delay [expr $clk_period * $clk_io_pct] -clock clk0 $non_clock_inputs
set_output_delay [expr $clk_period * $clk_io_pct] -clock clk0 [all_outputs]
### ./design.v
module Output #(
parameter [16-2:0] ImageBaseAddress  			 = 15'h000,    		 
parameter [16-2:0] EqualizedBaseAddress  		 = 15'h000,    	 
parameter [16-2:0] EqualizedBaseAddressOffset  = 15'h008,    	 
parameter [16-2:0] CountBaseAddress  = 15'h000, 
parameter [18:0]             NumberofPixels     = 19'd19200,             			 
parameter                    NumPixelVals       = 255,                   			 
parameter [3:0]              State0             = 4'b0000,               			 
parameter [3:0]              State1             = 4'b0001,               			 
parameter [3:0]              State2             = 4'b0011,               			 
parameter [3:0]              State3             = 4'b0010,               		   
parameter [3:0]              State4             = 4'b0110,               			 
parameter [3:0]              State5             = 4'b0111,               			 
parameter [3:0]              State6             = 4'b1111,               			 
parameter [3:0]              State7             = 4'b1110,               			 
parameter [3:0]              State8             = 4'b1100,               			 
parameter [3:0]              State9             = 4'b1000,               			 
parameter [3:0]              State10	          = 4'b1001,							       
parameter [3:0]              State11	          = 4'b1011,							       
parameter [3:0]              State12            = 4'b1010                      
)(clock, reset, Control, ReadBusInput, ReadBusScratch1, ReadBusScratch2, ReadAddressInput, ReadAddressScratch1, ReadAddressScratch2, 
	WriteAddressOutput, WriteBusOutput ,WriteEnableOutput, flag);
input                    clock;            					  
input [128-1:0] ReadBusInput;     					  
input [128-1:0] ReadBusScratch1, ReadBusScratch2;    
input                    reset;            					  
input [1:0]              Control;          					  
output  [16-1:0] ReadAddressInput;      						 
output  [16-1:0] ReadAddressScratch1, ReadAddressScratch2;         
output  [16-1:0] WriteAddressOutput;    						 
output  [128-1:0] WriteBusOutput;        						 
output                     WriteEnableOutput;     						 
output                     flag;                  						      
reg  [16-1:0] ReadAddressInput;   
reg  [16-1:0] ReadAddressScratch1, ReadAddressScratch2; 
reg  [16-1:0] WriteAddressOutput; 
reg  [128-1:0] WriteBusOutput;     
reg                     WriteEnableOutput;  
reg                     flag;   
reg  [7:0]     			Equalized_Vals [0:255];
reg  [4:0]				count;
reg  [18:0]      		PixelCount, PixelCount_1d, PixelCount_2d, PixelCount_3d;
reg 					doneequ;
reg  [7:0]				Pixel_0, Pixel_1, Pixel_2, Pixel_3, Pixel_4, Pixel_5, Pixel_6, Pixel_7;
reg  [7:0]				Pixel_8, Pixel_9, Pixel_10, Pixel_11, Pixel_12, Pixel_13, Pixel_14, Pixel_15;
reg  [127:0]			TempWriteBus;
reg [7:0] count_mul_16, count_mul_16_128;
reg doneequ_d;
integer i;
always@(posedge clock)
begin
	casex({reset,Control[0]})
    	2'b01:
    		if(doneequ == 1'b0)
    		begin
    		count  <= count + 1'b1;
			end
    	default:
    	begin
        	count <= 5'd0;
    	end
	endcase
end
always@(posedge clock)
begin
    count_mul_16 <= count<<4;
    count_mul_16_128 <= (count<<4) + 128;
    doneequ_d <= doneequ;
end
always@(posedge clock)
begin
casex({reset,Control[0]})
    2'b01:
    	if (doneequ == 1'b0) 
    	begin
    		ReadAddressScratch1 <= count + {Control[1], EqualizedBaseAddress};
    		ReadAddressScratch2 <= count + {Control[1], EqualizedBaseAddressOffset};
    	end
    default:
    begin
        ReadAddressScratch1 <= 16'd0;
        ReadAddressScratch2 <= 16'd0;
    end
endcase
end
always@(posedge clock)
	begin
		casex({reset,Control[0]})
		    2'b01:
		    	if (doneequ_d == 1'b0) 
		    	begin
		    		Equalized_Vals[(count_mul_16)] 	    <= ReadBusScratch1 [7:0];
		    		Equalized_Vals[count_mul_16+1] 	    <= ReadBusScratch1 [15:8];
		    		Equalized_Vals[(count_mul_16)+2] 	<= ReadBusScratch1 [23:16];
		    		Equalized_Vals[(count_mul_16)+3] 	<= ReadBusScratch1 [31:24];
		    		Equalized_Vals[(count_mul_16)+4] 	<= ReadBusScratch1 [39:32];
		    		Equalized_Vals[(count_mul_16)+5] 	<= ReadBusScratch1 [47:40];
		    		Equalized_Vals[(count_mul_16)+6] 	<= ReadBusScratch1 [55:48];
		    		Equalized_Vals[(count_mul_16)+7] 	<= ReadBusScratch1 [63:56];
		    		Equalized_Vals[(count_mul_16)+8] 	<= ReadBusScratch1 [71:64];
		    		Equalized_Vals[(count_mul_16)+9] 	<= ReadBusScratch1 [79:72];
		    		Equalized_Vals[(count_mul_16)+10] 	<= ReadBusScratch1 [87:80];
		    		Equalized_Vals[(count_mul_16)+11] 	<= ReadBusScratch1 [95:88];
		    		Equalized_Vals[(count_mul_16)+12] 	<= ReadBusScratch1 [103:96];
		    		Equalized_Vals[(count_mul_16)+13] 	<= ReadBusScratch1 [111:104];
		    		Equalized_Vals[(count_mul_16)+14] 	<= ReadBusScratch1 [119:112];
		    		Equalized_Vals[(count_mul_16)+15] 	<= ReadBusScratch1 [127:120];
		    		Equalized_Vals[(count_mul_16_128)] 	    <= ReadBusScratch2 [7:0];
		    		Equalized_Vals[count_mul_16_128+1] 	    <= ReadBusScratch2 [15:8];
		    		Equalized_Vals[(count_mul_16_128)+2] 	<= ReadBusScratch2 [23:16];
		    		Equalized_Vals[(count_mul_16_128)+3] 	<= ReadBusScratch2 [31:24];
		    		Equalized_Vals[(count_mul_16_128)+4] 	<= ReadBusScratch2 [39:32];
		    		Equalized_Vals[(count_mul_16_128)+5] 	<= ReadBusScratch2 [47:40];
		    		Equalized_Vals[(count_mul_16_128)+6] 	<= ReadBusScratch2 [55:48];
		    		Equalized_Vals[(count_mul_16_128)+7] 	<= ReadBusScratch2 [63:56];
		    		Equalized_Vals[(count_mul_16_128)+8] 	<= ReadBusScratch2 [71:64];
		    		Equalized_Vals[(count_mul_16_128)+9] 	<= ReadBusScratch2 [79:72];
		    		Equalized_Vals[(count_mul_16_128)+10] 	<= ReadBusScratch2 [87:80];
		    		Equalized_Vals[(count_mul_16_128)+11] 	<= ReadBusScratch2 [95:88];
		    		Equalized_Vals[(count_mul_16_128)+12] 	<= ReadBusScratch2 [103:96];
		    		Equalized_Vals[(count_mul_16_128)+13] 	<= ReadBusScratch2 [111:104];
		    		Equalized_Vals[(count_mul_16_128)+14] 	<= ReadBusScratch2 [119:112];
		    		Equalized_Vals[(count_mul_16_128)+15] 	<= ReadBusScratch2 [127:120];
				end
		    default:
		    begin
		        for(i=0; i<256; i=i+1)
		        	Equalized_Vals[i] <= 8'b0;
		    end
		endcase
	end
always@(posedge clock)
begin
	casex({reset,Control[0]})
    	2'b01:
    		if(count == 7)
    		doneequ  <= 1'b1;
    	default:
    	begin
        	doneequ <= 1'b0;
    	end
	endcase
end
always@(posedge clock)
begin
	casex({reset,Control[0]})
    	2'b01:
    		if(doneequ) 
    		begin
    			PixelCount <= PixelCount + 1'b1;
    			PixelCount_1d <= PixelCount;
    			PixelCount_2d <= PixelCount_1d;
    			PixelCount_3d <= PixelCount_2d;
    		end
    	default:
    	begin
        	PixelCount <= 19'd0;
        	PixelCount_1d <= 19'd0;
    		PixelCount_2d <= 19'd0;
    		PixelCount_3d <= 19'd0;
    	end
	endcase
end
always@(posedge clock)
begin
	casex({reset,Control[0]})
    	2'b01:
    		if(doneequ) ReadAddressInput  <= PixelCount + {Control[1],ImageBaseAddress};
    	default:
    	begin
        	ReadAddressInput <= 16'd0;
    	end
	endcase
end
always@(posedge clock)
begin
	casex({reset,Control[0]})
    	2'b01:
    		if(doneequ) 
    		begin
    			Pixel_0  <= ReadBusInput [7:0];
    			Pixel_1  <= ReadBusInput [15:8];
    			Pixel_2  <= ReadBusInput [23:16];
    			Pixel_3  <= ReadBusInput [31:24];
    			Pixel_4  <= ReadBusInput [39:32];
    			Pixel_5  <= ReadBusInput [47:40];
    			Pixel_6  <= ReadBusInput [55:48];
    			Pixel_7  <= ReadBusInput [63:56];
    			Pixel_8  <= ReadBusInput [71:64];
    			Pixel_9  <= ReadBusInput [79:72];
    			Pixel_10 <= ReadBusInput [87:80];
    			Pixel_11 <= ReadBusInput [95:88];
    			Pixel_12 <= ReadBusInput [103:96];
    			Pixel_13 <= ReadBusInput [111:104];
    			Pixel_14 <= ReadBusInput [119:112];
    			Pixel_15 <= ReadBusInput [127:120];
    		end
    	default:
    	begin
        		Pixel_0  <= 8'd0;
    			Pixel_1  <= 8'd0;
    			Pixel_2  <= 8'd0;
    			Pixel_3  <= 8'd0;
    			Pixel_4  <= 8'd0;
    			Pixel_5  <= 8'd0;
    			Pixel_6  <= 8'd0;
    			Pixel_7  <= 8'd0;
    			Pixel_8  <= 8'd0;
    			Pixel_9  <= 8'd0;
    			Pixel_10 <= 8'd0;
    			Pixel_11 <= 8'd0;
    			Pixel_12 <= 8'd0;
    			Pixel_13 <= 8'd0;
    			Pixel_14 <= 8'd0;
    			Pixel_15 <= 8'd0;
    	end
    endcase
end
always@(posedge clock)
begin
	casex({reset,Control[0]})
    	2'b01:
    		if(doneequ) 
    		begin
    			  TempWriteBus [7:0]		<= Equalized_Vals[Pixel_0];
    			  TempWriteBus [15:8]       <= Equalized_Vals[Pixel_1];
    			  TempWriteBus [23:16]		<= Equalized_Vals[Pixel_2];
    			  TempWriteBus [31:24]		<= Equalized_Vals[Pixel_3];
    			  TempWriteBus [39:32]		<= Equalized_Vals[Pixel_4];
    			  TempWriteBus [47:40]		<= Equalized_Vals[Pixel_5];
    			  TempWriteBus [55:48]		<= Equalized_Vals[Pixel_6];
    			  TempWriteBus [63:56]		<= Equalized_Vals[Pixel_7];
    			  TempWriteBus [71:64]		<= Equalized_Vals[Pixel_8];
    			  TempWriteBus [79:72]		<= Equalized_Vals[Pixel_9];
    			  TempWriteBus [87:80]		<= Equalized_Vals[Pixel_10];
    			  TempWriteBus [95:88]		<= Equalized_Vals[Pixel_11];
    			  TempWriteBus [103:96]		<= Equalized_Vals[Pixel_12];
    			  TempWriteBus [111:104]	<= Equalized_Vals[Pixel_13];
    			  TempWriteBus [119:112]	<= Equalized_Vals[Pixel_14];
    			  TempWriteBus [127:120]	<= Equalized_Vals[Pixel_15];
    		end
    	default:
    	begin
        		TempWriteBus [127:0]		<= 128'd0;
		end
    endcase
end
always@(posedge clock)
begin
	casex({reset,Control[0]})
    	2'b01:
    		if(PixelCount_2d!=19'd0)
    		begin
    			WriteEnableOutput  <= 1'b1;
    			WriteAddressOutput <= (PixelCount_2d - 1'b1) + {Control[1],ImageBaseAddress};
    			WriteBusOutput	   <= TempWriteBus;
    		end
    	default:
    	begin
        	WriteEnableOutput  <= 1'b0;
    		WriteAddressOutput <= 16'd0;
    		WriteBusOutput	   <= 128'd0;
    	end
	endcase
end
always@(posedge clock)
begin
	casex({reset,Control[0]})
    	2'b01:
    		if((PixelCount_3d-1) == NumberofPixels)
    			flag <= 1'b1;
    		else flag <= 1'b0;
    	default:
    	begin
        	flag <= 1'b0;
    	end
	endcase
end
endmodule
==> Table 3: Implementation characteristics <==
Physical implementation characteristics

Parameter                              Value

Status
  Outcome .................. stopped before the end
  Fail Step .................. global routing
  First error .................. [ERROR GRT-0116] Global routing finished with congestion. Check the congestion regions in the DRC Viewer.

Synthesis
  Yosys Chip Area .................. 0.364 mm^2
  Number of flops mapped to enable cells by yosys .................. 0
  Predominant post-synthesis flop cell .................. sky130_fd_sc_hd__dfxtp_1
  Cell count listed in synth_stat.txt .................. 33.5k
  Syn avg cell area .................. 10.9 um^2
  Post-Synthesis Cells .................. 33.5k
  Share of the yosys chip area belonging to registers .................. 14.0%
  Ys Warns .................. 1
  Count of cell types in the netlist .................. 63
  Cell area after technology mapping .................. 0.364 mm^2
  FFs w/ async S/R, synth .................. 0%
  Synthesized registers .................. 2548

Place
  Number of instances in the placed design .................. 39.4k
  Total of buffers placed on input and output ports .................. 562
  Placed cell areas .................. 0.373 mm^2
  Setup Slack @ Placement .................. 70.40 ns
  RePlAce Congestion .................. 1.30
  Final HPWL from detailed placement .................. 2170000 um

Clock tree
  H-tree lvl count .................. 5
  Buffer count from post-CTS setup fixing .................. 0
  Number of buffers created by CTS .................. 337
  Root buffer cell .................. sky130_fd_sc_hd__clkbuf_16
  Number of gates given a new drive strength after cts .................. 0
  Hold buffer count at cts .................. 0
  Maximum root-to-sink buffer count .................. 4
  CTS sink count .................. 2548

Global routing
  Total routing resource utilization after global routing .................. 96.3%
  Wire length of the first global-routing pass .................. 4610000 um
  Vias in the first global route .................. 478k
  Total congestion overflow after global routing .................. 8008
  Largest net degree at the start of global routing .................. 182

Floorplanning
  Pre-Place Util .................. 50.2%
  Width of the die .................. 855 um
  Cell Rows .................. 313
  Die Ht .................. 855 um
  IO Pins .................. 582
cells in the mapped netlist (24+ instances only):
cell type / instances / area share, %
sky130_fd_sc_hd__a221oi_1: 126 / 0.30
sky130_fd_sc_hd__a21o_1: 121 / 0.25
sky130_fd_sc_hd__ha_1: 24 / 0.082
sky130_fd_sc_hd__clkbuf_1: 4258 / 4.4
sky130_fd_sc_hd__nand2b_1: 145 / 0.25
sky130_fd_sc_hd__a21oi_1: 2599 / 3.6
sky130_fd_sc_hd__a2111oi_0: 127 / 0.31
sky130_fd_sc_hd__mux4_2: 7679 / 47
sky130_fd_sc_hd__buf_4: 549 / 1.1
sky130_fd_sc_hd__nor2_1: 574 / 0.59
sky130_fd_sc_hd__buf_1: 552 / 0.57
sky130_fd_sc_hd__a22o_1: 271 / 0.65
sky130_fd_sc_hd__o22ai_1: 389 / 0.67
sky130_fd_sc_hd__o211ai_1: 241 / 0.50
sky130_fd_sc_hd__nor2b_1: 87 / 0.15
sky130_fd_sc_hd__buf_6: 243 / 0.75
sky130_fd_sc_hd__mux2i_1: 2112 / 5.8
sky130_fd_sc_hd__and2_1: 41 / 0.070
sky130_fd_sc_hd__nand3_1: 773 / 1.1
sky130_fd_sc_hd__a211oi_1: 397 / 0.82
sky130_fd_sc_hd__a31oi_1: 132 / 0.23
sky130_fd_sc_hd__o221ai_1: 2585 / 6.2
sky130_fd_sc_hd__o21ai_1: 121 / 0.17
sky130_fd_sc_hd__a22oi_1: 1662 / 3.4
sky130_fd_sc_hd__nand2_1: 2946 / 3.0
sky130_fd_sc_hd__o22a_1: 105 / 0.25
sky130_fd_sc_hd__dfxtp_1: 2548 / 14
sky130_fd_sc_hd__nand4_1: 375 / 0.64
sky130_fd_sc_hd__buf_2: 1361 / 1.9
sky130_fd_sc_hd__a41oi_1: 106 / 0.25
layer usage:
layer  GRT overflow  track usage [%]
met5            237             91.6
met1           1501             95.2
met2           2591             99.2
met4           1991             95.9
met3           1688             94.8
cells by family after synthesis:
family,count (synthesis),synth area share (%)
compound gates,9027,17.7
xor+xnor,31,0.0746
fa+ha+maj,25,0.0880
buf+inv,7016,8.82
flops,2548,14.0
mux,9800,53.3
other cells,1,0.00103
simple gates,5044,5.99
